### design/flow/design.v
`timescale 1ns / 1ps
module Binary2Gray #(
    parameter NUM_BITS=4
)(
    input [NUM_BITS-1:0]bin_i,
    output [NUM_BITS-1:0]gray_o
    );
    assign gray_o[NUM_BITS-1] = bin_i[NUM_BITS-1];
    genvar i;
    for(i = NUM_BITS-2; i>=0; i=i-1)
        assign gray_o[i]=bin_i[i+1] ^ bin_i[i];  
endmodule
`timescale 1ns / 1ps
module FIFO_memory #(
    parameter DATA_BITS = 8, NUM_BITS = 4, DEPTH = 16  
)
(
  input w_clk, w_en, rd_clk, rd_en,
  input [NUM_BITS-1:0] w_ptr_bin, rd_ptr_bin,
  input [DATA_BITS-1:0] Data_in,
  input full, empty,
  output reg [DATA_BITS-1:0] Data_out
    );
    reg [DATA_BITS-1:0] FIFO[DEPTH-1:0];
  always@(posedge w_clk) begin
    if(w_en & !full) begin
      FIFO[w_ptr_bin[NUM_BITS-1:0]] <= Data_in;
    end
  end
  always@(posedge rd_clk) begin
    if(rd_en & !empty) begin
      Data_out <= FIFO[rd_ptr_bin[NUM_BITS-1:0]];
    end
  end
endmodule
`timescale 1ns / 1ps
module Read_ptr_Empty #(
    parameter NUM_BITS = 4
)(
    input rd_clk, rd_rst, rd_en,
    input wire [NUM_BITS-1:0] w_ptr_gray_sync,
    output reg [NUM_BITS-1:0] rd_ptr_gray, rd_ptr_bin,
    output reg empty
    );
    wire [NUM_BITS-1:0] rd_ptr_gray_nxt, rd_ptr_bin_nxt;
    assign rd_ptr_bin_nxt = rd_ptr_bin +(rd_en & !empty);
    Binary2Gray converter(.bin_i(rd_ptr_bin_nxt), .gray_o(rd_ptr_gray_nxt));
    always @(posedge rd_clk or negedge rd_rst) begin
        if(!rd_rst) begin
            rd_ptr_gray <= 4'h0;
            rd_ptr_bin <= 4'h0;
        end
        else begin
            rd_ptr_gray <= rd_ptr_gray_nxt;
            rd_ptr_bin <= rd_ptr_bin_nxt;
        end
    end
    wire buff_empty;
    always @(posedge rd_clk or negedge rd_rst) begin
        if(!rd_rst) 
           empty <= 1'b0; 
        else 
            empty <= buff_empty;
    end
    assign buff_empty = (rd_ptr_gray_nxt[NUM_BITS-1:0] == w_ptr_gray_sync[NUM_BITS-1:0]);
endmodule
`timescale 1ns / 1ps
module Synchronizer_r2w #(
    parameter NUM_BITS = 4
)
(
    input wire w_clk,
    input wire w_rst,
    input wire [NUM_BITS-1:0] rd_ptr_gray_async,
    output reg [NUM_BITS-1:0] rd_ptr_gray_sync
    );
     reg [NUM_BITS-1:0]rd_ptr_gray_int;
     always @(posedge w_clk or negedge w_rst) begin
        if (!w_rst) 
            {rd_ptr_gray_sync,rd_ptr_gray_int} <= 0; 
         else 
            {rd_ptr_gray_sync,rd_ptr_gray_int} <= {rd_ptr_gray_int,rd_ptr_gray_async};         
      end
endmodule
`timescale 1ns / 1ps
module Synchronizer_w2r #(
    parameter NUM_BITS = 4
)
(
    input wire rd_clk,
    input wire rd_rst,
    input wire [NUM_BITS-1:0] w_ptr_gray_async,
    output reg [NUM_BITS-1:0] w_ptr_gray_sync
    );
     reg [NUM_BITS-1:0]w_ptr_gray_int;
     always @(posedge rd_clk or negedge rd_rst) begin
        if (!rd_rst) 
            {w_ptr_gray_sync,w_ptr_gray_int} <= 0; 
         else 
            {w_ptr_gray_sync,w_ptr_gray_int} <= {w_ptr_gray_int,w_ptr_gray_async};         
      end
endmodule
`timescale 1ns / 1ps
module Top_Module #(
    parameter NUM_BITS=4, DATA_BITS=8
    )
(
  input w_clk, w_rst,
  input rd_clk, rd_rst,
  input w_en, rd_en,
  input [DATA_BITS-1:0] Data_in,
  output reg [DATA_BITS-1:0] Data_out,
  output reg full, empty
    );
    parameter DEPTH = 2**NUM_BITS;
    reg [NUM_BITS-1:0] w_ptr_gray_sync, rd_ptr_gray_sync;
    reg [NUM_BITS-1:0] w_ptr_bin, rd_ptr_bin;
    reg [NUM_BITS-1:0] w_ptr_gray, rd_ptr_gray;
    Synchronizer_r2w #(NUM_BITS) syncr2w(.w_clk(w_clk),
                                         .w_rst(w_rst),
                                         .rd_ptr_gray_async(rd_ptr_gray),
                                         .rd_ptr_gray_sync(rd_ptr_gray_sync)
                                         );
    Synchronizer_w2r #(NUM_BITS) syncw2r(.rd_clk(rd_clk),
                                         .rd_rst(rd_rst),
                                         .w_ptr_gray_async(w_ptr_gray),
                                         .w_ptr_gray_sync(w_ptr_gray_sync)
                                         );
    Write_ptr_Full #(NUM_BITS) W_POINTER(.w_clk(w_clk),
                                         .w_rst(w_rst),
                                         .w_en(w_en),
                                         .rd_ptr_gray_sync(rd_ptr_gray_sync),
                                         .w_ptr_gray(w_ptr_gray),
                                         .w_ptr_bin(w_ptr_bin),
                                         .full(full)
                                         );
   Read_ptr_Empty #(NUM_BITS) Rd_POINTER(.rd_clk(rd_clk),
                                         .rd_rst(rd_rst),
                                         .rd_en(rd_en),
                                         .w_ptr_gray_sync(w_ptr_gray_sync),
                                         .rd_ptr_gray(rd_ptr_gray),
                                         .rd_ptr_bin(rd_ptr_bin),
                                         .empty(empty)
                                         );
   FIFO_memory #(DATA_BITS,NUM_BITS,DEPTH) Memory_Buffer(.w_clk(w_clk),
                                                         .w_en(w_en),
                                                         .rd_clk(rd_clk),
                                                         .rd_en(rd_en),
                                                         .w_ptr_bin(w_ptr_bin),
                                                         .rd_ptr_bin(rd_ptr_bin),
                                                         .Data_in(Data_in),
                                                         .full(full),
                                                         .empty(empty),
                                                         .Data_out(Data_out)
                                                         );                                      
endmodule
`timescale 1ns / 1ps
module Write_ptr_Full #(
    parameter NUM_BITS = 4
)
(
    input wire w_clk, w_rst, w_en,
    input wire [NUM_BITS-1:0] rd_ptr_gray_sync,
    output reg [NUM_BITS-1:0] w_ptr_gray, w_ptr_bin,
    output reg full
    );
    wire [NUM_BITS-1:0] w_ptr_gray_nxt, w_ptr_bin_nxt;
    assign w_ptr_bin_nxt = w_ptr_bin +(w_en & !full);
    Binary2Gray converter(.bin_i(w_ptr_bin_nxt), .gray_o(w_ptr_gray_nxt));
    always @(posedge w_clk or negedge w_rst) begin
        if(!w_rst) begin
            w_ptr_gray <= 4'h0;
            w_ptr_bin <= 4'h0;
        end
        else begin
            w_ptr_gray <= w_ptr_gray_nxt;
            w_ptr_bin <= w_ptr_bin_nxt;
        end
    end
    wire buff_full;
    always @(posedge w_clk or negedge w_rst) begin
        if(!w_rst) 
           full <= 1'b0; 
        else 
            full <= buff_full;
    end
    assign buff_full = (w_ptr_gray_nxt == {~rd_ptr_gray_sync[NUM_BITS-1], rd_ptr_gray_sync[NUM_BITS-2:0]});
endmodule
### design/flow/run.sh
#!/bin/bash
# OpenROAD 26Q1-2900-gdf79404cd8, Yosys 0.63+post, stock flow scripts
make -C /OpenROAD-flow-scripts/flow DESIGN_CONFIG=/design/flow/config.mk WORK_HOME=/design/flow/orfs finish
### design/flow/config.mk
export PLATFORM = sky130hd
export DESIGN_NAME = Top_Module
export DESIGN_NICKNAME = Top_Module
export VERILOG_FILES = /design/flow/design.v
export SDC_FILE = /design/flow/constraint.sdc
export NUM_CORES = 4
export LEC_CHECK = 1
export CORE_UTILIZATION = 50
### design/flow/constraint.sdc
current_design Top_Module

set clk_period 4.1
set clk_io_pct 0.2

create_clock -name clk0 -period $clk_period [get_ports {rd_clk}]
create_clock -name clk1 -period $clk_period [get_ports {w_clk}]

set non_clock_inputs [all_inputs -no_clocks]
set_input_delay [expr $clk_period * $clk_io_pct] -clock clk0 $non_clock_inputs
set_output_delay [expr $clk_period * $clk_io_pct] -clock clk0 [all_outputs]
==> results.toml <==
# yosys + openroad results
[routing]
diodes = 0
ant_nets = 0
drc = 0
drt-total-wl_um = 11400
avgRoutedWirePerCell_um = 21.9
drt-initial-drc-count = 113
dr.pass1.iters = 4
dr_total_vias = 2858
via_per_inst = 5.48

[pwr]
peakVddDrop_uv = 341
power_leakage_nw = 2.55
power_density_nw_per_um2 = 735

[synthesis]
syn_inst = 304
synth-edff-count = 136
top_area_share_pct = 64.0
yosysTopAreaCell = "edfxtp_1"
ys_warn_count = 5
synth.most_common_cell = "edfxtp_1"
yosys.cell_types.count = 28
yosys-top-cells-count = "136 x edfxtp_1, 32 x dfrtp_1, 32 x mux4_2, 16 x a22oi_1, 13 x nor2_1"
syn_avg_cell_area_sq_um = 21.0
synth_flops = 168
synth_area_sq_um = 6380
synth-cells-yosys = 304
postSynthSeqShare_pct = 76.5
yosys_area_sq_um = 6380
postSynth.asyncResetShare_pct = 19.0
ff_type = "edfxtp_1"
area_leaders = "edfxtp_1 64%, dfrtp_1 13%, mux4_2 11%"

[setup_path]
crit_start = "w_en"
crit_chain = "clkdlybuf4s50_1, nor2b_1, ha_1, ha_1, xor3_1, or3_1, a211oi_2"
worst_path_most_repeated_cell = "ha_1"
critPathMaxStageDelay_ps = 450
crit_slowest_cell = "clkdlybuf4s50_1"
path_max_fanout = 5
critPathRequiredTime_ps = 4430
crit_arrival_ps = 3150
timing.rr.start = "Rd_POINTER.rd_ptr_bin[0]"
worst_setup_path_end_kind = "register"
path_buffers = 1
path_delay_family = "simple AND/OR/NAND/NOR gates"
cp-start-kind = "input port"
criticalPathCategory = "input port to register"

[final_layout]
area_growth_pct = 16.0
drive_above_1_share_pct = 21.2
nFillCells = 899

[clock_network]
clkTransAtPathRegs_ps = 60
cts_tree = "done"
cts_hold_buf = 0
cts_resized = 0
postCtsSetupBuffers = 0
cts_sinks = 168

[grt]
grt_use_total_pct = 21.6
grt_pass1_wl_um = 17700
grt_max_degree = 38
grt_pass1_vias = 3148
antenna_found_initial = 0
grt_overflow = 0

[run]
maxCapViolations = 0
warnings = 27

[final_timing]
fin_skew_ps = 5.50
grt_setup_unrepaired = "false"
slew_headroom_pct = 43.2
final-setup-viol-count = 0
hold_viol_final = 0
worst_slew_pin_slew_ps = 850
layout_setup_ws_ps = 1280
setup-tns-final_ps = 0
drv_slew = 0

[placement]
hpwl_um = 6970
routabilityCongestion = 0.790
portBuffers = 22
post-place-ws_ps = 859

[outcome]
status = "finished clean"

[min_path]
hold_path.class = "register to register"
hold_start = "Rd_POINTER.rd_ptr_gray[2]"

[floorplan]
die_x_um = 115
coreArea_sq_um = 12200
row_count = 40
die_h_um = 115
die-area_sq_um = 13200
fp_util_pct = 52.3
ios = 24
## final cells by class
class | count | area (sq um) | share of cell area (%)
clock buffers | 23 | 533 | 7.20
clock inverters | 13 | 73.8 | 0.997
multi-input cells | 120 | 1420 | 19.2
flip-flops and latches | 168 | 4890 | 66.0
well taps | 168 | 210 | 2.84
repair buffers | 30 | 280 | 3.79
## report_power, final
| part | internal [mW] | switching, mW | leakage [nW] |
|---|---|---|---|
| Combinational | 0.774 | 0.683 | 0.638 |
| Clock | 0.927 | 0.620 | 0.296 |
| Sequential | 2.22 | 0.221 | 1.61 |
| Total | 3.92 | 1.52 | 2.55 |
## routing by layer
layer | track usage (%) | up-vias | share of wire (%)
met2 | 31.0 | 107 | 48
met4 | 4.07 | 0 | 2.3
li1 | - | 1281 | -
met5 | 0 | - | 0
met1 | 35.0 | 1449 | 39
met3 | 11.3 | 21 | 10
## cell usage in the layout, fill, tap and decap left out
master and instances:
a211oi_2 1, a21boi_0 1, a21oi_1 1, a22oi_1 16, and2_1 1, and4b_1 1
buf_4 8, clkbuf_1 2, clkbuf_16 21, clkdlybuf4s50_1 22, clkinv_1 2, clkinv_2 7
clkinv_4 1, clkinvlp_4 3, dfrtp_1 31, dfrtp_2 1, edfxtp_1 136, ha_1 4
mux4_2 32, nand2_1 10, nand2b_1 2, nand3_1 4, nand3b_1 2, nor2_1 13
nor2b_1 5, nor3_1 4, or3_1 1, or3b_2 1, xnor2_1 8, xnor3_1 3
xor2_1 6, xor3_1 4
## per-stage QoR
stage	power (mW)	instances	cell area (sq um)	hold WS, ps	util (%)
after floorplan	3.48	304	6380	331	-
after global placement	3.93	486	6790	333	55.6
after detailed placement	3.95	486	6790	335	55.6
after CTS	5.51	522	7400	218	60.6
after global routing	5.71	522	7400	223	60.6
final	5.44	522	7400	220	60.6
## logic make-up after synthesis
logic type                 count (synthesis)  share of synthesized area, %
DFF                                      168                          76.5
AOI/OAI and AO/OA                         19                          2.27
muxes                                     32                          11.3
xor gates and xnor gates                  21                          4.47
and+or+nand+nor                           44                          3.39
buffers and inverters                     16                          1.25
adders and majority gates                  4                         0.784
## path summary, 6_finish.rpt
kind | slack (ps) | cells after the start | end
worst max-delay path | 1280 | 7 | W_POINTER.full
worst min-delay path | 220 | 0 | syncr2w.rd_ptr_gray_int[2]
worst max register to register | 1570 | 4 | Memory_Buffer.Data_out[5]
worst min register to register | 220 | 0 | syncr2w.rd_ptr_gray_int[2]
max in group clk0 | 1570 | 4 | Memory_Buffer.Data_out[5]
max in group asynchronous | 2630 | 1 | Rd_POINTER.rd_ptr_bin[0]
min in group clk0 | 350 | 0 | syncw2r.w_ptr_gray_sync[3]
min in group asynchronous | 820 | 1 | W_POINTER.w_ptr_bin[2]
## worst register-to-register path, cell delays in order, from the launching register on
cell and delay [ps]:
dfrtp_2 740, buf_4 450, mux4_2 590, a22oi_1 350
nand2_1 130
## registers in the layout, summed over array words and instances (netlist names), 3 cells and up
| name | count |
|---|---|
| Rd_POINTER.rd_ptr_bin | 4 |
| Rd_POINTER.rd_ptr_gray | 3 |
| W_POINTER.w_ptr_bin | 4 |
| syncr2w.rd_ptr_gray_int | 4 |
| syncr2w.rd_ptr_gray_sync | 4 |
| syncw2r.w_ptr_gray_int | 4 |
| W_POINTER.w_ptr_gray | 3 |
| Memory_Buffer.FIFO | 128 |
| syncw2r.w_ptr_gray_sync | 4 |
| Memory_Buffer.Data_out | 8 |
Power figures rest on the tool's default switching activity, not on a simulated workload.
